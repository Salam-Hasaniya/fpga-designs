==> flow/design.v <==
`timescale 1ns / 1ps
module bram_synch_one_port
    #(parameter ADDR_WIDTH = 10, DATA_WIDTH = 8)
    (
        input logic clk,
        input logic we,
        input logic [ADDR_WIDTH - 1: 0] addr_a,       
        input logic [DATA_WIDTH - 1: 0] din_a,       
        output logic [DATA_WIDTH - 1: 0] dout_a
    );
    logic [DATA_WIDTH - 1: 0] memory [0: 2 ** ADDR_WIDTH - 1];
    always_ff @(posedge clk)
    begin
        if (we)
            memory[addr_a] <= din_a;
        dout_a <= memory[addr_a];
    end
endmodule
`timescale 1ns / 1ps
module mem_block(
    input logic clk, 
    input logic we,  
    input logic [11:0] addr,
    input logic [3:0] din,
    output logic [3:0] dout
    );
    logic [3:0] dout1,dout2,dout3,dout4;
    bram_synch_one_port # (10,4) BRAM1 ( .clk(clk), .we(we & (addr[11:10]==2'b00)), .addr_a(addr[9:0]), .din_a(din), .dout_a(dout1));
    bram_synch_one_port # (10,4) BRAM2 ( .clk(clk), .we(we & (addr[11:10]==2'b01)), .addr_a(addr[9:0]), .din_a(din), .dout_a(dout2));
    bram_synch_one_port # (10,4) BRAM3 ( .clk(clk), .we(we & (addr[11:10]==2'b10)), .addr_a(addr[9:0]), .din_a(din), .dout_a(dout3));
    bram_synch_one_port # (10,4) BRAM4 ( .clk(clk), .we(we & (addr[11:10]==2'b11)), .addr_a(addr[9:0]), .din_a(din), .dout_a(dout4));
    always_comb begin
        case (addr[11:10])
          2'b00: dout = dout1 ;
          2'b01: dout = dout2;
          2'b10: dout = dout3 ;
          2'b11: dout = dout4 ;
     endcase
    end
endmodule
==> flow/run.sh <==
#!/bin/bash
# OpenROAD 26Q1-2900-gdf79404cd8, Yosys 0.63+post, stock flow scripts
make -C /OpenROAD-flow-scripts/flow DESIGN_CONFIG=/design/flow/config.mk WORK_HOME=/design/flow/orfs finish
==> flow/config.mk <==
export PLATFORM = sky130hd
export DESIGN_NAME = mem_block
export DESIGN_NICKNAME = mem_block
export VERILOG_FILES = /design/flow/design.v
export SDC_FILE = /design/flow/constraint.sdc
export NUM_CORES = 4
export LEC_CHECK = 1
export CORE_UTILIZATION = 30
export SYNTH_MEMORY_MAX_BITS = 65536
==> flow/constraint.sdc <==
current_design mem_block

set clk_period 74.8
set clk_io_pct 0.2

create_clock -name clk0 -period $clk_period [get_ports {clk}]

set non_clock_inputs [all_inputs -no_clocks]
set_input_delay [expr $clk_period * $clk_io_pct] -clock clk0 $non_clock_inputs
set_output_delay [expr $clk_period * $clk_io_pct] -clock clk0 [all_outputs]
==> run summary <==
The full implementation flow was run.

The flow ran to the end, and the final reports show no timing, DRC or antenna violations. The max-slew violation count stands at 0. Looking at the VDD voltage map, the peak drop is between 0.02 and 0.025 mV. The mean instance size in the synthesized netlist stands at approximately 18 um2. The power density normalized to cell area stands at approximately 26 mW/mm2.

The routed design shows a wire length per standard cell of between 20 and 30 um. The clock tree buffer depth stands at 6. 22 I/O pins were placed. For this run, the number of Yosys warnings is 2. According to the floorplan log, the row count is between 500 and 600.

Counting every instance in the synthesized netlist gives 36500. The worst path meets setup with between 40 and 50 ns of slack. The clock drives 16400 sinks.

The worst endpoint data arrival time stands at roughly 17 ns. The switching share of total power stands at 21.1%. The number of buffers added for setup after CTS stands at 0.

The clock power share stands at 42.4%. Clock tree synthesis selected as its root buffer the cell clkbuf_16. Looking at the reg2reg group, the worst path ends at BRAM1.dout_a[2].

The synthesized cell area stands at 0.641 mm2. For this design the total switching power over the nets is between 4 and 5 mW. The placement report lists the number of port buffers as 21. The vias after detailed routing stands at about 340k. The clock period minus final worst setup slack stands at 31.63 ns. The proportion of power drawn by combinational gates stands at between 4 and 5%. The maximum frequency from static timing analysis stands at roughly 32 MHz.

The per-cell via count in the routed design stands at 5.04. Setup repair after global routing left no endpoint under its margin. For the final database, setup skew stands at about 0.084 ns. The aggregate global-route resource usage stands at between 10% and 20%. The largest total area in the synthesized netlist belongs to edfxtp_1. In the log, the iteration count for the first detailed-route pass is 6.

The stage logs contain a warning count of ~96. STA shows the worst reg2reg path with a cell count of 9. In this run the worst path has a maximum fanout of 8.

The number of hold-repair buffers added at the cts stage stands at 0. Internal power comes to approximately 15 mW. The final clock period utilization by the worst path stands at 42.3%.

Ranked by total cell area, the synthesized netlist is headed by edfxtp_1 (77%), mux2i_1 (9.9%), mux4_2 (3.1%). The wire length after detailed routing stands at between 1500000 and 2000000 um. Per the post-place timing report, worst setup slack is 43.13 ns. For the worst reg-to-reg path, the startpoint reported by OpenROAD is BRAM1.memory[387][2]. The sum of internal, switching and leakage power stands at roughly 19 mW. The worst setup path is of the in -> out kind. The sequential group share of total power stands at 53.3%.

The area reported by Yosys stat stands at ~0.64 mm2. The post-synthesis sequential element count stands at ~16000. The HPWL reported at the end of detailed placement stands at roughly 1200000 um. The number of hold violations in the final report stands at 0. The count of flip-flops with a built-in enable after synthesis stands at between 15000 and 20000. The vertical die dimension stands at roughly 1500 um.

The overflow left after global routing stands at 0. The initial antenna violation count came to 111. In this run the most critical hold path is launched from BRAM3.memory[728][1]. Per the placement report, the placed cell count is 63500.

Entering global routing, the biggest net connects 138 pins. The chip area stands at about 2.1 mm2. The final-report setup violation count stands at 0.

The clock reaches the later pin of the worst-skew pair after 1.36 ns. The maximum level of the CTS H-tree stands at 7. The fraction of layout instances using a drive strength above 1 stands at approximately 13%. The final non-filler cell total stands at roughly 67000. The via count of the first global-routing pass stands at between 300k and 400k. After detailed routing, the number of remaining DRC violations is 0.

The total cells reported by yosys after synthesis stands at 36500. The post-synthesis to final-layout area growth stands at 13.8%. The commonest register cell is edfxtp_1. The final worst hold slack stands at ~0.87 ns. In this run the worst hold path is classified as reg -> reg. The proportion of register bits with asynchronous set or reset after synthesis stands at 0%. In the hold report, the worst path ends at BRAM3.dout_a[1]. In the hold timing report, the worst path depth is 5. The initial core utilization stands at roughly 30%. The final layout reports a setup TNS of 0 ns.

Per the gpl log, the routability congestion estimate is 0.888. Per the OpenROAD power report, leakage power amounts to roughly 240 nW. The final non-filler cell area stands at about 0.73 mm2. At the end of the flow the core is filled with cells to approximately a third. TritonCTS built the clock tree. STA reports a reg2reg setup slack of ~71 ns. In this run, the number of DRC markers left after iteration 0 of detailed routing was around 22000.

The pin closest to its max-slew limit shows a slew of around 1.4 ns. Gates resized during post-CTS repair numbered 0. According to the floorplan report, the die width is approximately 1500 um. Max-cap violations in this run came to 0. On the reported timing paths, the clock transition at the registers reads roughly 0.060 ns. The global-route wire length before repair stands at approximately 2600000 um.

The worst setup path is captured at an output pin. The number of routed nets with antenna violations stands at 0. In this run the tightest slew margin relative to its limit is under 10%. The OpenROAD report gives the critical path a required time of 59.84 ns. The worst setup path is launched from an input port.

The sequential-to-total area share from yosys stat stands at between 70% and 80%. The area fraction of the dominant cell type after synthesis stands at approximately three quarters. The total CTS buffers stands at about 1700.

In the Yosys stats the netlist draws on roughly 60 distinct library cells. After detailed placement, the total cell area comes to a little under 0.7 mm2. The area of the core region stands at 2.13 mm2.
==> sequential cells by signal (all words and copies together), names as in the netlist <==
register	cells
BRAM3.dout_a	4
BRAM1.memory	4096
BRAM3.memory	4096
BRAM4.dout_a	4
BRAM2.memory	4096
BRAM4.memory	4096
BRAM2.dout_a	4
BRAM1.dout_a	4
==> cells in the final DEF, fill, tap and decap left out, drive strengths merged, types with 173 or more instances in the layout <==
cell type  count
diode        255
o22ai       2964
o211ai       199
mux2i       6367
a21oi        220
clkbuf      2103
mux4         893
buf         1375
nand3        173
mux2         175
nor4         726
edfxtp     16400
nand2        552
clkinv       748
nor2        4403
==> cell usage after synthesis, drive strengths merged, types with 6 or more instances <==
master / number
a22oi: 125
o22ai: 2964
nand3: 173
o211ai: 199
mux2: 175
o2111a: 27
nand4: 19
a2111oi: 28
o21ai: 153
a31oi: 19
a21oi: 220
or4: 48
o2111ai: 117
clkbuf: 1404
nor3: 56
a221oi: 47
nor4: 726
and2: 10
dfxtp: 16
nor2b: 14
nor2: 4403
nand4bb: 6
edfxtp: 16400
mux2i: 6367
buf: 1277
nand2: 552
a211oi: 58
mux4: 893
a311oi: 15
==> worst max-delay path: stages <==
cell             delay, ns
clkdlybuf4s50_1       0.74
mux4_2                0.55
clkdlybuf4s50_1       0.42
==> per-layer routing <==
layer	part of all wire, %	vias to the layer above	routed length (um)	track usage (%)
li1	-	147000	-	-
met1	31	168000	586000	19.3
met2	45	17800	845000	26.6
met3	19	3338	361000	15.8
met4	4.3	190	81000	6.57
met5	0.18	-	3390	1.02
==> area by class of cell <==
class	count	area, um2
well taps	28200	35300
clock inverters	931	7360
diodes	255	638
fillers	198000	1400000
repair buffers	1386	11200
flip-flops and latches	16400	492000
inverters	1	11.3
multi-input cells	17500	138000
clock buffers	2103	44900
==> power by group through the flow <==
stage         Sequential [mW]  Combinational [mW]  Clock [mW]
finish                   10.1               0.813        8.04
global route             10.1               0.861        8.49
CTS                      10.1               0.813        8.14
==> worst max path at each step <==
| stage | from | to | slack [ns] | cells after the start |
|---|---|---|---|---|
| final | addr[10] | dout[2] | 43.17 | 3 |
| after CTS | addr[10] | dout[3] | 43.15 | 3 |
| after global routing | addr[10] | dout[2] | 43.11 | 3 |
==> cells by family (layout without fill, tap and decap cells) <==
| kind of cell | count (synthesis) | count (layout) | synth area share, % |
|---|---|---|---|
| flip-flops | 16400 | 16400 | 76.8 |
| other | 0 | 255 | 0 |
| AND-OR/OR-AND | 3986 | 3986 | 4.00 |
| multiplexers | 7435 | 7435 | 13.4 |
| AND/OR/NAND/NOR | 6038 | 6038 | 3.94 |
| buffers and inverters | 2682 | 4421 | 1.92 |
Power and IR drop assume default switching activity.
